File: /design/flow/run.sh
#!/bin/bash
# OpenROAD 26Q1-2900-gdf79404cd8, Yosys 0.63+post, stock flow scripts
make -C /OpenROAD-flow-scripts/flow DESIGN_CONFIG=/design/flow/config.mk WORK_HOME=/design/flow/orfs finish
File: /design/flow/config.mk
export PLATFORM = sky130hd
export DESIGN_NAME = main
export DESIGN_NICKNAME = main
export VERILOG_FILES = /design/flow/design.v
export SDC_FILE = /design/flow/constraint.sdc
export NUM_CORES = 4
export LEC_CHECK = 1
export CORE_UTILIZATION = 50
File: /design/flow/constraint.sdc
current_design main

set clk_period 4.1
set clk_io_pct 0.2

create_clock -name clk0 -period $clk_period [get_ports {CLK}]

set non_clock_inputs [all_inputs -no_clocks]
set_input_delay [expr $clk_period * $clk_io_pct] -clock clk0 $non_clock_inputs
set_output_delay [expr $clk_period * $clk_io_pct] -clock clk0 [all_outputs]
File: /design/flow/design.v
`timescale 1ns / 1ps
module main(
    input wire CLK,           
    input wire SW1,          
    input wire SW2,          
    input wire SW3,          
    input wire SW4,          
    output wire VGA_HS,      
    output wire VGA_VS,      
    output reg  VGA_R2,      
    output reg  VGA_G2,      
    output reg  VGA_B2,      
    output reg  VGA_R1,      
    output reg  VGA_G1,      
    output reg  VGA_B1       
);
    localparam H_DISPLAY = 640;
    localparam V_DISPLAY = 480;
    localparam H_FRONT = 16;
    localparam H_PULSE = 96;
    localparam H_BACK = 48;
    localparam V_FRONT = 10;
    localparam V_PULSE = 2;
    localparam V_BACK = 33;
    localparam H_SYNC_CYCLES = H_DISPLAY + H_FRONT + H_PULSE + H_BACK;
    localparam V_SYNC_CYCLES = V_DISPLAY + V_FRONT + V_PULSE + V_BACK;
    localparam RECT_WIDTH = 17;    
    localparam RECT_HEIGHT = 10;   
    localparam PLAYER_WIDTH = 30;
    localparam PLAYER_HEIGHT = 50;
    localparam PLAYER_SPEED = 250000;
    reg [9:0] h_count = 0;   
    reg [9:0] v_count = 0;   
    reg [9:0] player_x = H_DISPLAY / 2 - PLAYER_WIDTH / 2;   
    reg [9:0] player_y = V_DISPLAY / 2 - PLAYER_HEIGHT / 2;
    reg [31:0] r_PLAYER_COUNT = 0;
    always @(posedge CLK) begin
            if (h_count == H_SYNC_CYCLES - 1) begin
                h_count <= 0;
                if (v_count == V_SYNC_CYCLES - 1)
                    v_count <= 0;
                else
                    v_count <= v_count + 1;
            end else begin
                h_count <= h_count + 1;
            end
        end
    assign VGA_HS = (h_count >= H_DISPLAY + H_FRONT) && (h_count < H_DISPLAY + H_FRONT + H_PULSE);
    assign VGA_VS = (v_count >= V_DISPLAY + V_FRONT) && (v_count < V_DISPLAY + V_FRONT + V_PULSE);
    reg [9:0] square_x[0:89];  
    reg [9:0] square_y[0:89];  
    integer i;
    initial begin
        for (i = 0; i < 90; i = i + 1) begin
            square_x[i] = 10 + (i % 18) * 35;
            square_y[i] = 100 + (i / 18) * 75;
        end
    end
    wire square_active[0:89];
    generate
        genvar idx;
        for (idx = 0; idx < 90; idx = idx + 1) begin : square_check
            assign square_active[idx] = (h_count >= square_x[idx]) && (h_count < square_x[idx] + RECT_WIDTH) &&
                                        (v_count >= square_y[idx]) && (v_count < square_y[idx] + RECT_HEIGHT);
        end
    endgenerate
    reg [2:0] temp_red, temp_green, temp_blue;
    always @(posedge CLK) begin
        temp_red = 3'b000;
        temp_green = 3'b000;
        temp_blue = 3'b000;
        for (i = 0; i < 90; i = i + 1) begin
            if (square_active[i]) begin
                temp_red = 3'b111;
                temp_green = 3'b111;
                temp_blue = 3'b111;
            end
        end
    end
    always @(posedge CLK) begin
        if (r_PLAYER_COUNT < PLAYER_SPEED) begin
            r_PLAYER_COUNT <= r_PLAYER_COUNT + 1;
        end else begin
            r_PLAYER_COUNT <= 0;
            if (SW1 && player_y < V_DISPLAY - PLAYER_HEIGHT) begin
                player_y <= player_y - 1;  
            end
            if (SW2 && player_y > 0) begin
                player_y <= player_y + 1;  
            end
            if (SW3 && player_x > 0) begin
                player_x <= player_x - 1;  
            end
            if (SW4 && player_x < H_DISPLAY - PLAYER_WIDTH) begin
                player_x <= player_x + 1;  
            end
        end
    end
    always @(posedge CLK) begin
            if (h_count < H_DISPLAY && v_count < V_DISPLAY) begin
                if ((h_count >= player_x) && (h_count < player_x + PLAYER_WIDTH) &&
                    (v_count >= player_y) && (v_count < player_y + PLAYER_HEIGHT)) begin
                    VGA_R2 <= 3'b000;
                    VGA_G2 <= 3'b111;
                    VGA_B2 <= 3'b000;
                end else begin
                    VGA_R2 <= temp_red;
                    VGA_G2 <= temp_green;
                    VGA_B2 <= temp_blue;
                end
            end else begin
                VGA_R2 <= 3'b000;
                VGA_G2 <= 3'b000;
                VGA_B2 <= 3'b000;
            end
        end
    always @(posedge CLK) begin
        VGA_R1 <= 3'b000;   
        VGA_G1 <= 3'b000;
        VGA_B1 <= 3'b000;
    end
endmodule
==> metrics.log <==
[metrics] run summary
INFO  metric ys_cells = just over 600
INFO  metric fp.coreArea = 0.01037 sq mm
INFO  metric cts_buffer_depth = 2
INFO  metric core_util_floorplan = approximately 52%
INFO  metric whs_path_depth = 1
INFO  metric layout_top_cell = nor2_1
INFO  metric antennaDiodeCount = 0
INFO  metric tritoncts = yes
INFO  metric status = finished, final reports clean
INFO  metric cp_slowest_cell = edfxtp_1
INFO  metric cap_viol_max_count = 0
INFO  metric synth.largest_area_cell = dfxtp_1
INFO  metric largest_voltage_drop_on_the_vdd_net = approximately 0.43 mV
INFO  metric critical_path_cell_count = 12
INFO  metric routed_wirelength = ~10000 microns
INFO  metric path_cells = o41ai_4, o21ai_0, inv_1, o21ai_0, buf_4, ha_1, and3_1, a221o_1, o211a_1, o21a_1, nor2_2, xnor2_1
INFO  metric finClkSkew = 0.008581 ns
INFO  metric min-delay-start = r_PLAYER_COUNT[0]
INFO  metric finalMaxSlewViolations = 0
INFO  metric antenna_found_initial = 0
INFO  metric cp_data_required_time = ~4.2 ns
INFO  metric tns_setup = 0 ns
INFO  metric crit_path_max_fanout = 10
INFO  metric reg2reg_to = player_x[9]
INFO  metric cts_resized = 0
INFO  metric warnings = 33
INFO  metric crit_type = flip-flop to flip-flop
INFO  metric yosys-stat-area = 0.005385 sq mm
INFO  metric worstSkewPairLatency = around 0.37 ns
INFO  metric hold_viol_final = 0
INFO  metric min_path_type = flip-flop to flip-flop
INFO  metric timing.reg2reg.setup_slack = slightly above 0.9 ns
INFO  metric routabilityCongestion = between 0.8 and 0.9
INFO  metric logic_area = approximately 0.0034 sq mm
INFO  metric detailroute.via_count = 4217
INFO  metric relSlewSlack = 47.01%
INFO  metric synth.avg_cell_area = approximately 8.9 sq um
INFO  metric floorplan.die_area = approximately 0.011 sq mm
INFO  metric synth-async-reset-ratio = 0%
INFO  metric number_of_drc_violations_after_detailed_routing_iteration_0 = roughly 170
INFO  metric timing_worst_slew_pin_value = about 0.79 ns
INFO  metric grt_start_max_net_pins = 27
INFO  metric grt_setup_unrepaired = false
INFO  metric globalRouteTotalUtil = between 20% and 30%
INFO  metric number_of_flops_mapped_to_enable_cells_by_yosys = 30
INFO  metric ys_ff = between 70 and 80
INFO  metric share_of_synthesized_area_occupied_by_flip_flops_and_latches = approximately 33%
INFO  metric n_fill_cell = 933
INFO  metric hpwlAfterDp = about 7400 microns
INFO  metric drc = 0
INFO  metric total_number_of_yosys_warnings = 1
INFO  metric drt-wirelength-per-cell = between 10 and 15 microns
INFO  metric ant_nets = 0
INFO  metric die_w = approximately 110 microns
INFO  metric syn-cell-area = about 0.0054 sq mm
INFO  metric clock_sinks = 75
INFO  metric syn_to_final_growth = 7.644%
INFO  metric cell_total_after_placement = 746
INFO  metric drt_pass1_iterations = 4
INFO  metric via_per_inst = between 5 and 6
INFO  metric sum_of_overflow_across_all_layers_after_global_routing = 0
INFO  metric synthCells = between 600 and 700
INFO  metric power.density = roughly 540 mW/mm^2
INFO  metric io_pins = 13
INFO  metric post_synth_num_cell_types = roughly 65
INFO  metric path_buffers = 2
INFO  metric startpoint_type = flip-flop
INFO  metric dieHeight = approximately 110 microns
INFO  metric cts_htree_levels = 3
INFO  metric post_route_cells_drive_above_1_share = under 10%
INFO  metric portBuffers = 9
INFO  metric final_cell_count_no_fill = between 700 and 800
INFO  metric total_leakage_power = 2.325 nW
INFO  metric cts_setup_buffers = 0
INFO  metric crit_path_frequent_cell = o21ai_0
INFO  metric worstPathArrival = 3.31 ns
INFO  metric finalCritPeriodShare = 77.77%
INFO  metric grt_pass1_wl = between 15000 and 20000 microns
INFO  metric first_global_vias = 3875
INFO  metric layout.cells.most_common_list = nor2_1 (68), ha_1 (65), dfxtp_1 (45)
INFO  metric layout.area.seq = between 0.0015 and 0.002 sq mm
INFO  metric clock_transition_time_at_the_flip_flop_clock_pins_of_the_worst_setup_and_hold_paths = approximately 0.080 ns
INFO  metric maxClockFrequency = about 0.31 GHz
INFO  metric synth-main-ff-cell = dfxtp_1
INFO  metric tritoncts_buffer_count = 9
INFO  metric post_cts_hold_buffer_count = 0
INFO  metric worst_r2r_path_depth = 12
INFO  metric std_cell_rows = 37
INFO  metric worst_hold_path.endpoint = r_PLAYER_COUNT[0]
INFO  metric critPathTopFamily = AND-OR/OR-AND gates
INFO  metric post_synth_main_area_contributors = dfxtp_1 (17%), edfxtp_1 (17%), ha_1 (15%), xnor2_1 (6.3%), nor2_1 (4.7%)
INFO  metric slowest_cell_delay_on_critical_path = between 0.5 and 0.6 ns
INFO  metric clock-root-buffer = clkbuf_8
INFO  metric min_cycle_time_layout = 3.189 ns
INFO  metric synth_top_area_share = 16.73%
INFO  metric timing.critical_path.to_type = flip-flop
INFO  metric r2r-start = player_x[3]
INFO  metric timing.final.setup_violations = 0
-- routing by layer --
metal	routed length, microns	track usage (%)	vias up
met2	4594	31.33	66
met5	0	0	-
met1	5165	32.24	1941
met4	114	1.984	0
met3	433	4.416	9
li1	-	-	2201
-- how the worst max path moves through the flow --
stage / endpoint / from
after CTS: player_x[9] / player_x[3]
after global routing: player_x[6] / player_x[3]
final: player_x[9] / player_x[3]
-- worst register-to-register path, cell delays in order (launching register included) --
cell and delay [ns]:
edfxtp_1 0.52, o41ai_4 0.49, o21ai_0 0.13, inv_1 0.11, o21ai_0 0.08, buf_4 0.18
ha_1 0.33, and3_1 0.20, a221o_1 0.35, o211a_1 0.23, o21a_1 0.17, nor2_2 0.09
xnor2_1 0.07
-- synth_stat cells (all sizes together), types with 6 or more instances --
cell    instances
and3            7
buf            21
o21ai          30
nor2b          12
a211oi          7
a21oi          27
nor2           69
xnor2          39
a21o            6
nand4          10
dfxtp          45
ha             65
nand2b          6
nor4            9
xor2           21
inv            34
nor3           18
nand2          40
nand3          27
edfxtp         30
-- registers in the layout (all words and copies together), names as in the netlist --
| register | flops |
|---|---|
| h_count | 10 |
| r_PLAYER_COUNT | 32 |
| temp_blue | 1 |
| player_y | 10 |
| player_x | 10 |
| VGA_G2 | 1 |
| v_count | 10 |
| VGA_B2 | 1 |
-- per-stage QoR --
step / power, W / utilization, % / cell area, sq um / worst slack [ns] / hold slack [ns]
final: 0.003114 / 55.90 / 5797 / 0.9114 / 0.4403
after floorplan: 0.002291 / - / 5445 / 0.9846 / 0.4132
after global routing: 0.003405 / 55.90 / 5797 / 0.6953 / 0.4773
after CTS: 0.003146 / 55.90 / 5797 / 0.9270 / 0.4465
after global placement: 0.002548 / 54.09 / 5609 / 0.7363 / 0.4252
after detailed placement: 0.002572 / 54.09 / 5609 / 0.6897 / 0.4337
-- layout make-up --
class	instances	share of cell area, %
tap	136	2.935
multi-input combinational	486	58.21
clock inverter	4	0.5396
inverter	34	2.202
clock buffer	12	2.698
sequential	75	31.08
timing repair buffer	15	2.331
-- cell families (layout without fill, tap and decap cells) --
family / Yosys count / after routing / synth area share [%]
AOI/OAI and AO/OA: 124 / 124 / 16.08
DFF: 75 / 75 / 33.46
buffers and inverters: 60 / 65 / 4.995
adders and majority gates: 67 / 67 / 15.85
and+or+nand+nor: 218 / 218 / 19.80
xor gates and xnor gates: 60 / 60 / 9.758
other: 1 / 17 / 0.06964
-- power by group --
group,switching [W],internal (W)
combinational,0.000735,0.000673
clock,0.000289,0.000260
sequential,0.000173,0.000984
Power and IR drop assume default switching activity.
