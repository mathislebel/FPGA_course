==> /design/flow/design.v <==
module CLOCK (
    input wire CLK,      
    output reg S1_A,    
    output reg S1_B,    
    output reg S1_C,    
    output reg S1_D,    
    output reg S1_E,    
    output reg S1_F,    
    output reg S1_G,    
    output reg S2_A,       
    output reg S2_B,       
    output reg S2_C,       
    output reg S2_D,       
    output reg S2_E,       
    output reg S2_F,       
    output reg S2_G,        
    output reg LED1,
    output reg LED2, 
    output reg LED3, 
    output reg LED4,     
);
    reg [3:0] units = 4'b0000;     
    reg [3:0] tens = 4'b0000;      
    reg [36:0] counter = 36'd0;       
    reg [36:0] counter1 = 36'd0 ;    
    reg [36:0] counter2 = 36'd0 ;    
    reg [36:0] counter3 = 36'd0 ;    
    reg [36:0] counter4 = 36'd0 ;    
    parameter MAX_COUNT = 36'd25000000;  
    parameter MAX_COUNTER = 36'd1500000000; 
    parameter MAX_COUNTER2 = 36'd30000000000; 
    parameter MAX_COUNTER3 = 36'd45000000000; 
    parameter MAX_COUNTER4 = 36'd60000000000; 
    always @(posedge CLK) begin
        if (counter == MAX_COUNT) begin
            counter <= 36'd0;
        if (counter1 == MAX_COUNTER)begin
            LED1 = ~LED1;
        end
        if (counter2 == MAX_COUNTER2)begin
            LED2 = ~LED2;
        end
        if (counter3 == MAX_COUNTER3)begin
            LED3 = ~LED3;
        end
        if (counter4 == MAX_COUNTER4)begin
            LED4 = ~LED4;
        end
            if (units == 4'b1001) begin
                units <= 4'b0000;  
                if (tens == 4'b0101) begin
                    tens <= 4'b0000;  
                end else begin
                    tens <= tens + 1;  
                end
            end else begin
                units <= units + 1;  
            end
        end else begin
            counter <= counter + 1;  
            counter1 <= counter1 + 1;
            counter2 <= counter2 + 1;
            counter3 <= counter3 + 1;
            counter4 <= counter4 + 1;
        end
    end
    always @(*) begin
        {S1_A, S1_B, S1_C, S1_D, S1_E, S1_F, S1_G} = 7'b1111111;  
        {S2_A, S2_B, S2_C, S2_D, S2_E, S2_F, S2_G} = 7'b1111111;  
        case (tens)
            4'b0000: {S1_A, S1_B, S1_C, S1_D, S1_E, S1_F, S1_G} = 7'b0000001;  
            4'b0001: {S1_A, S1_B, S1_C, S1_D, S1_E, S1_F, S1_G} = 7'b1001111;  
            4'b0010: {S1_A, S1_B, S1_C, S1_D, S1_E, S1_F, S1_G} = 7'b0010010;  
            4'b0011: {S1_A, S1_B, S1_C, S1_D, S1_E, S1_F, S1_G} = 7'b0000110;  
            4'b0100: {S1_A, S1_B, S1_C, S1_D, S1_E, S1_F, S1_G} = 7'b1001100;  
            4'b0101: {S1_A, S1_B, S1_C, S1_D, S1_E, S1_F, S1_G} = 7'b0100100;  
            4'b0110: {S1_A, S1_B, S1_C, S1_D, S1_E, S1_F, S1_G} = 7'b0100000;  
            default: {S1_A, S1_B, S1_C, S1_D, S1_E, S1_F, S1_G} = 7'b1111111;  
        endcase
        case (units)
            4'b0000: {S2_A, S2_B, S2_C, S2_D, S2_E, S2_F, S2_G} = 7'b0000001;  
            4'b0001: {S2_A, S2_B, S2_C, S2_D, S2_E, S2_F, S2_G} = 7'b1001111;  
            4'b0010: {S2_A, S2_B, S2_C, S2_D, S2_E, S2_F, S2_G} = 7'b0010010;  
            4'b0011: {S2_A, S2_B, S2_C, S2_D, S2_E, S2_F, S2_G} = 7'b0000110;  
            4'b0100: {S2_A, S2_B, S2_C, S2_D, S2_E, S2_F, S2_G} = 7'b1001100;  
            4'b0101: {S2_A, S2_B, S2_C, S2_D, S2_E, S2_F, S2_G} = 7'b0100100;  
            4'b0110: {S2_A, S2_B, S2_C, S2_D, S2_E, S2_F, S2_G} = 7'b0100000;  
            4'b0111: {S2_A, S2_B, S2_C, S2_D, S2_E, S2_F, S2_G} = 7'b0001111;  
            4'b1000: {S2_A, S2_B, S2_C, S2_D, S2_E, S2_F, S2_G} = 7'b0000000;  
            4'b1001: {S2_A, S2_B, S2_C, S2_D, S2_E, S2_F, S2_G} = 7'b0000100;  
            default: {S2_A, S2_B, S2_C, S2_D, S2_E, S2_F, S2_G} = 7'b1111111;  
        endcase
    end
endmodule
==> /design/flow/run.sh <==
#!/bin/bash
# OpenROAD 26Q1-2900-gdf79404cd8, Yosys 0.63+post, stock flow scripts
make -C /OpenROAD-flow-scripts/flow DESIGN_CONFIG=/design/flow/config.mk WORK_HOME=/design/flow/orfs finish
==> /design/flow/config.mk <==
export PLATFORM = sky130hd
export DESIGN_NAME = CLOCK
export DESIGN_NICKNAME = CLOCK
export VERILOG_FILES = /design/flow/design.v
export SDC_FILE = /design/flow/constraint.sdc
export NUM_CORES = 4
export LEC_CHECK = 1
export CORE_UTILIZATION = 30
==> /design/flow/constraint.sdc <==
current_design CLOCK

set clk_period 6.8
set clk_io_pct 0.2

create_clock -name clk0 -period $clk_period [get_ports {CLK}]

set non_clock_inputs [all_inputs -no_clocks]
set_input_delay [expr $clk_period * $clk_io_pct] -clock clk0 $non_clock_inputs
set_output_delay [expr $clk_period * $clk_io_pct] -clock clk0 [all_outputs]
==> reports/metrics.csv <==
metric;value;unit
numSynthFlops;197;
cp_data_required_time;5.44;ns
relSlewSlack;40.7;%
htree_levels;4;
worstHoldEndpoint;counter[36]$_SDFF_PN0_;
path_class;flop to primary output;
ys_area;9930;sq um
outcome;completed;
power_leakage;0.00393;uW
area_growth;12.9;%
fin_setup_tns;0;ns
startpoint_type;flop;
cts_root_buffer;clkbuf_16;
grt_pass1_wl;28.6;mm
dr.pass1.iters;4;
grt_overflow;0;
vias;6321;
coreArea;32500;sq um
first_global_vias;6026;
post_synth_ao_oa_area_fraction;1.17;%
routedWlPerCell;12.0;um
reg2reg_depth;7;
clkPwrFrac;43.6;%
finalSetupViolCount;0;
ir_worst_vdd;187;uV
p_int;1780;uW
cts_resized;0;
period_used_share;53.0;%
netlist_area;9930;sq um
rows;66;
yosys.cell_types.count;46;
tool_warnings;37;
logic_family;simple AND/OR/NAND/NOR gates;
skew;0.0135;ns
cts_hold_buffers;0;
drc;0;
synth-simple-area-share;23.2;%
critical_path_arrival;2.24;ns
cts_tree;built;
worst_skew_pair.late_latency;0.43;ns
worstSetupEndpointType;primary output;
layout_min_cycle_time;3.60;ns
final_common_cell;edfxtp_1;
grtUsageTotal;10.5;%
ant_nets;0;
clock.fmax;0.278;GHz
grt_max_degree;57;
cts_buffers;17;
edf_count;160;
clk_path_buf_depth;2;
vias_per_cell;4.65;
powerDensity;203;nW/um^2
yosysWarnings;1;
die_x;184;um
seq_power_share;56.4;%
syn_inst;880;
ys_cells;880;
max_slew.worst_pin.slew;0.881;ns
fp_util;30.5;%
min-delay-start;counter[36]$_SDFF_PN0_;
flop_cell;edfxtp_1;
clock-sinks;197;
drv_cap;0;
hold_path.class;flop to flop;
lay_top_cells;edfxtp_1 (160), xnor2_1 (121), nand2_1 (74), nor2_1 (74), nand3_1 (74);
crit_path_max_fanout;9;
syn_area_per_cell;11.3;sq um
hold_violations;0;
netSwitchingFraction;21.7;%
synth-async-reset-ratio;0;%
antenna_cells;0;
rsz0062_at_grt;false;
cts.clk_slew.worst_paths;0.08;ns
final_cell_area;11200;sq um
drt_iter0_drc;330;
top_level_ports;19;
dp_hpwl;10.8;mm
totalWireLength;16.3;mm
post_dp_cell_area;10600;sq um
holdWs;0.472;ns
yosysSeqAreaShare;55.9;%
r2r_end;LED2$_DFFE_PP_;
final_max_slew_viol_count;0;
io_buffer_count;18;
switchingPower;493;uW
ys_sh_adder;2.39;%
pwr-share-comb;0;%
reg2reg_slack;4.02;ns
die_h;184;um
post_cts_buffers;0;
die-area;33800;sq um
synth.mux.area_fraction;0;%
whs_path_depth;1;
timing.rr.start;counter[11]$_SDFF_PN0_;
place_congestion;0.819;
antenna_found_initial;0;
xor_share;15.5;%
drive_gt1_share;5.66;%
==> worst max-delay path, cell delays in order (launching register included) <==
cell and delay [ns]:
edfxtp_1 0.45, ha_1 0.34, nor3_1 0.21, nor2_1 0.06
or3_1 0.34, clkdlybuf4s50_1 0.40
==> synthesized netlist by cell type (3+ instances only) <==
cell / number / area share, %
a21oi_1: 11 / 0.55
and2_1: 5 / 0.32
and3_1: 34 / 2.1
and4_1: 15 / 1.3
clkbuf_1: 11 / 0.42
dfxtp_1: 37 / 7.5
edfxtp_1: 160 / 48
ha_1: 19 / 2.4
inv_1: 30 / 1.1
nand2_1: 74 / 2.8
nand2b_1: 6 / 0.38
nand3_1: 74 / 3.7
nand4_1: 48 / 3.0
nor2_1: 74 / 2.8
nor2b_1: 6 / 0.38
nor3_1: 18 / 0.91
nor3_2: 3 / 0.30
nor4_1: 27 / 1.7
nor4b_1: 11 / 0.97
or2_2: 5 / 0.32
or3_1: 4 / 0.25
or4_1: 3 / 0.23
or4_4: 3 / 0.34
xnor2_1: 121 / 11
xor2_1: 55 / 4.9
==> worst max path at each step <==
| stage | start | endpoint | slack [ns] |
|---|---|---|---|
| 4_1_cts | tens[0]$_SDFFCE_PP0P_ | S1_F | 3.17 |
| 5_1_grt | tens[1]$_SDFFCE_PP0P_ | S1_B | 3.04 |
| 6_report | tens[0]$_SDFFCE_PP0P_ | S1_F | 3.20 |
==> power by group through the flow <==
stage	combinational, uW	clock, uW	sequential, uW
final	0.00148	994	1280
after global routing	0.00148	1070	1280
after CTS	0.00148	1030	1280
==> routing by layer <==
layer	global-route usage [%]	part of all wire [%]
met1	17.8	53
met5	0	0
met2	14.8	42
met3	2.38	3.4
met4	1.17	1.1
==> metrics by stage <==
stage	cells	total power (uW)	setup WS (ns)	util [%]
4_1_cts	1360	2310	3.17	34.5
2_1_floorplan	880	1310	2.07	-
5_1_grt	1360	2350	3.04	34.5
3_3_place_gp	1328	1310	3.66	32.6
3_5_place_dp	1328	1310	3.66	32.6
6_report	1360	2280	3.20	34.5
==> logic make-up after synthesis <==
| group | Yosys count |
|---|---|
| AND-OR/OR-AND | 20 |
| AND/OR/NAND/NOR | 423 |
| adder cells (fa/ha/maj) | 19 |
| buffers and inverters | 45 |
| XOR/XNOR | 176 |
| flip-flops | 197 |
==> flip-flops by register name (all words and copies together), names as in the netlist <==
name	count
LED2	1
counter2	37
counter4	37
counter3	37
tens	4
counter	37
counter1	37
LED4	1
LED3	1
units	4
LED1	1
==> cell type report <==
cell class	instances	area, sq um
clock buffer	18	433
clock inverter	14	156
fill	3159	21300
inverter	30	118
multi-input combinational	638	4200
sequential	197	5550
tap	442	553
timing repair buffer	21	203
Power is estimated from default activity; no workload was simulated.
