$ cat ./constraint.sdc
current_design LedBlinker

set clk_period 4.5
set clk_io_pct 0.2

create_clock -name clk0 -period $clk_period [get_ports {CLK}]

set non_clock_inputs [all_inputs -no_clocks]
set_input_delay [expr $clk_period * $clk_io_pct] -clock clk0 $non_clock_inputs
set_output_delay [expr $clk_period * $clk_io_pct] -clock clk0 [all_outputs]
$ cat ./config.mk
export PLATFORM = sky130hd
export DESIGN_NAME = LedBlinker
export DESIGN_NICKNAME = LedBlinker
export VERILOG_FILES = /design/flow/design.v
export SDC_FILE = /design/flow/constraint.sdc
export NUM_CORES = 4
export LEC_CHECK = 1
export CORE_AREA = 10 10 92 92
export DIE_AREA = 0 0 102 102
$ cat ./design.v
module LedBlinker
(
 input wire CLK,
 output reg LED1,
 output reg LED2,
 output reg LED3,
 output reg LED4,
);
 reg [23:0] count = 0;
 always @(posedge CLK)
 begin
   if (count == 23'd2000000)
   begin
     LED1 = ~LED1;
   end
   if (count == 23'd4000000)
   begin
     LED2 = ~LED2;
   end
   if (count == 23'd6000000)
   begin
     LED3 = ~LED3;
   end
   if (count == 23'd8000000)
   begin
     LED4 = ~LED4;
   end
   count <= count + 1;
 end
endmodule
$ cat ./run.sh
#!/bin/bash
# OpenROAD 26Q1-2900-gdf79404cd8, Yosys 0.63+post, stock flow scripts
make -C /OpenROAD-flow-scripts/flow DESIGN_CONFIG=/design/flow/config.mk WORK_HOME=/design/flow/orfs finish
==> flow_summary.ini <==
; yosys + openroad results
[outcome]
run_status = completed

[floorplan]
core.rowCount = 29
top_level_ports = 5
floorplan.core_area_um2 = 6459
fp.dieArea_um2 = 10400
floorplanUtilization_pct = 19.24
die_width_um = 102
die_h_um = 102

[worst_setup_path]
worst-setup-path-type = reg2out
critical_path_depth = 1
rr_worst_depth = 6
cpMaxStageDelayCell = sky130_fd_sc_hd__clkdlybuf4s50_1
end_kind = output pin
crit_path_max_incr_delay_ps = 470
worstReg2RegStart = count[0]$_DFF_P_
worstReg2RegEnd = LED3$_DFFE_PN_
buffers_inverters_on_critical_path = 1
cp_cell_sequence = clkdlybuf4s50_1
required_ps = 3600
critPathLaunch = LED3$_DFFE_PN_
start_kind = register
crit_path_max_fo = 2
worst_path_dominant_cell_family = buffers and inverters
timing.critical_path.to = LED3
worst-r2r-setup-slack_ps = 2660
crit_arrival_ps = 1100

[yosys]
edf_count = 4
syn_avg_cell_area_um2 = 10.90
netlist_logic_family_top = simple AND/OR/NAND/NOR gates
netlist.area_leader.share_pct = 38.67
synth.area.top_cells = sky130_fd_sc_hd__dfxtp_1 (39%), sky130_fd_sc_hd__xnor2_1 (11%), sky130_fd_sc_hd__edfxtp_1 (9.7%)
post_synth_xor_area_fraction_pct = 15.51
synth.cells.most_frequent = sky130_fd_sc_hd__dfxtp_1 (24), sky130_fd_sc_hd__xnor2_1 (15), sky130_fd_sc_hd__nand2_1 (11)
yosys_register_bits = 28
synth.cellmix.simpleShare_pct = 31.72
synthDominantAreaCellType = sky130_fd_sc_hd__dfxtp_1
synth_cell_types = 29
synth.cell_area_um2 = 1242
multiplexer_share_of_the_synthesized_area_pct = 0
ff_type = sky130_fd_sc_hd__dfxtp_1
yosys.stat.seqShare_pct = 48.34
chip_area_line_of_the_yosys_report_um2 = 1242
ys_sh_aoi_pct = 0
total_of_warnings_raised_by_yosys = 1
yosys.cell_count.top_type = sky130_fd_sc_hd__dfxtp_1
adder_share_pct = 2.014
yosys-stat-cells = 114
ys_async_sr_fraction_pct = 0
post_syn_instances = 114

[routing]
avgViaCountPerCell = 3.849
drcViolationCount = 0
drt_iter0_drc = 15
antenna_left = 0
detail_route.wirelength_mm = 1.866
n_antenna_cell = 0
detail_route.first_pass.iterations = 4
vias = 766
avgRoutedWirePerCell_um = 9.377

[cts]
post_cts.resized_instances = 0
htree_num_levels = 1
cts_sinks = 28
worstSkewPairLatency_ps = 270
tritoncts_clock_tree = done
cts.clk_slew.worst_paths_ps = 90
cts-buffers-inserted = 3
holdBufCountCts = 0
postCtsSetupRepairBufs = 0
cts-root-buf = sky130_fd_sc_hd__clkbuf_8
cts-root-to-sink-buffers = 2

[worst_hold_path]
worst_hold_path_type = reg2reg
worst_hold_startpoint = count[0]$_DFF_P_

[timing]
grt_setup_unrepaired = false
worst_pin_slew_ps = 393.8
maxClockFrequency_ghz = 0.5007
finalMaxSlewViolations = 0
period_needed_ps = 1997
finalClockSkew_ps = 3.620
timing.final.setup_violations = 0
hold_viol = 0
finalHoldWorstSlack_ps = 441.2
worst_slew_margin_rel_pct = 73.55
tns_ps = 0
fin_crit_sh_pct = 44.38

[finish]
final_area_um2 = 1424
areaGrowthSynthToFinish_pct = 14.60
final_layout_size_suffix_gt1_share_pct = 13.93
post_route_insts_no_fill = 199

[grt]
grt_first_pass_wirelength_mm = 3.215
grt_max_degree = 16
globalRouteTotalUtil_pct = 3.703
grt_antenna_before_repair = 0
grt_overflow_total = 0
grt_pass1_vias = 717

[flow_run]
drv.max_cap_violation_count = 0
warning_count = 26

[place]
hpwl_after_detailed_placement_mm = 1.408
portBuffers = 4
routability_cong = 0.7742
place_inst = 195
dpl-instance-area_um2 = 1379

[power]
vdd_ir_drop_max_v = 0.0001389
leakagePower_uw = 0.0004917
total_power_uw = 388.0
power-per-cell-area_nw_per_um2 = 272.5
==> cell type report <==
type	count	area (µm²)
inverter	8	30.03
tap	77	96.34
multi-input combinational	78	611.8
sequential	28	600.6
fill	691	5035
clock inverter	1	3.754
clock buffer	3	41.29
timing repair buffer	4	40.04
==> metrics by stage <==
stage | utilization (%) | setup slack [ps]
5_1_grt | 22.05 | 2451
2_1_floorplan | - | 2808
6_report | 22.05 | 2503
3_5_place_dp | 21.35 | 2679
3_3_place_gp | 21.35 | 2649
4_1_cts | 22.05 | 2488
==> metal layers <==
| metal | track usage [%] | up-vias | wire length, µm |
|---|---|---|---|
| met5 | 0 | - | 0 |
| met4 | 0.3254 | 0 | 23 |
| met3 | 1.500 | 2 | 110 |
| met2 | 5.926 | 8 | 766 |
| met1 | 4.806 | 349 | 966 |
| li1 | - | 407 | - |
==> how the worst min path moves through the flow <==
| stage | end | slack, ps | depth (start not counted) |
|---|---|---|---|
| 4_1_cts | count[0]$_DFF_P_ | 440 | 1 |
| 5_1_grt | count[0]$_DFF_P_ | 490 | 1 |
| 6_report | count[0]$_DFF_P_ | 440 | 1 |
==> flip-flops by register name, indices dropped and copies added (netlist names) <==
signal and flops:
LED3 1, LED4 1, LED1 1, LED2 1, count 24
==> kinds of logic (layout without fill, tap and decap cells) <==
family | Yosys count | after routing
fa+ha+maj | 2 | 2
flops | 28 | 28
simple gates | 54 | 54
xor+xnor | 22 | 22
buf+inv | 8 | 16
==> layout by cell type, fill, tap and decap left out <==
cell                              Yosys  routed
sky130_fd_sc_hd__nor2b_1              1       1
sky130_fd_sc_hd__nand3_2              1       1
sky130_fd_sc_hd__nand2_1             11      11
sky130_fd_sc_hd__xnor2_1             15      15
sky130_fd_sc_hd__nor3_1               2       2
sky130_fd_sc_hd__nor4_4               1       1
sky130_fd_sc_hd__nand4_4              1       1
sky130_fd_sc_hd__or2_2                1       1
sky130_fd_sc_hd__nor4_1               1       1
sky130_fd_sc_hd__dfxtp_1             24      24
sky130_fd_sc_hd__nand2b_1             1       1
sky130_fd_sc_hd__and3_1               2       2
sky130_fd_sc_hd__nand4_1              3       3
sky130_fd_sc_hd__or3_4                3       3
sky130_fd_sc_hd__nor4b_2              1       1
sky130_fd_sc_hd__and4_1               1       1
sky130_fd_sc_hd__nor2_1               4       4
sky130_fd_sc_hd__nor4b_4              1       1
sky130_fd_sc_hd__nor4_2               3       3
sky130_fd_sc_hd__or4_1                1       1
sky130_fd_sc_hd__or3_1                2       2
sky130_fd_sc_hd__edfxtp_1             4       4
sky130_fd_sc_hd__nor3_2               1       1
sky130_fd_sc_hd__nand3_1              9       9
sky130_fd_sc_hd__nand3b_1             2       2
sky130_fd_sc_hd__clkbuf_8             0       3
sky130_fd_sc_hd__clkinv_1             0       1
sky130_fd_sc_hd__clkdlybuf4s50_1      0       4
sky130_fd_sc_hd__inv_1                8       8
sky130_fd_sc_hd__ha_1                 2       2
sky130_fd_sc_hd__xor2_1               7       7
sky130_fd_sc_hd__and4_2               1       1
==> where the power goes <==
part           internal (µW)  switching, µW  total [µW]
sequential               252              0         252
combinational              0              0    0.000229
clock                   61.2           74.4         136
Power and IR drop assume default switching activity.
